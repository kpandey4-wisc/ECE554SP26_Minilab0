## run.sh

```bash
#!/bin/bash
# OpenROAD 26Q1-2900-gdf79404cd8, Yosys 0.63+post, stock flow scripts
make -C /OpenROAD-flow-scripts/flow DESIGN_CONFIG=/design/flow/config.mk WORK_HOME=/design/flow/orfs finish
```

## config.mk

```make
export PLATFORM = sky130hd
export DESIGN_NAME = bayer_to_gray
export DESIGN_NICKNAME = bayer_to_gray
export VERILOG_FILES = /design/flow/design.v
export SDC_FILE = /design/flow/constraint.sdc
export NUM_CORES = 4
export LEC_CHECK = 1
export CORE_UTILIZATION = 30
export SYNTH_MEMORY_MAX_BITS = 65536
```

## constraint.sdc

```tcl
current_design bayer_to_gray

set clk_period 10.5
set clk_io_pct 0.2

create_clock -name clk0 -period $clk_period [get_ports {clk}]

set non_clock_inputs [all_inputs -no_clocks]
set_input_delay [expr $clk_period * $clk_io_pct] -clock clk0 $non_clock_inputs
set_output_delay [expr $clk_period * $clk_io_pct] -clock clk0 [all_outputs]
```

## design.v

```verilog
module bayer_to_gray #(
    parameter BAYER_COLS = 1280   
)(
    input  wire        clk,        
    input  wire        rst_n,      
    input  wire [11:0] iDATA,      
    input  wire        iDVAL,      
    input  wire [15:0] iX_Cont,    
    input  wire [15:0] iY_Cont,    
    output reg  [7:0]  oGray,      
    output reg         oDVAL       
);
    reg [11:0] row_buf [0:BAYER_COLS-1];
    reg [11:0] prev_row_rd;
    always @(posedge clk) begin
        if (iDVAL) begin
            prev_row_rd            <= row_buf[iX_Cont[10:0]];
            row_buf[iX_Cont[10:0]] <= iDATA;
        end
    end
    reg [11:0] prev_row_d1;   
    reg [11:0] cur_d1;        
    reg        dval_d1;
    reg [15:0] x_d1, y_d1;
    always @(posedge clk or negedge rst_n) begin
        if (!rst_n) begin
            prev_row_d1 <= 12'd0;
            cur_d1      <= 12'd0;
            dval_d1     <= 1'b0;
            x_d1        <= 16'd0;
            y_d1        <= 16'd0;
        end else begin
            dval_d1 <= iDVAL;
            x_d1    <= iX_Cont;
            y_d1    <= iY_Cont;
            if (iDVAL) begin
                prev_row_d1 <= prev_row_rd;
                cur_d1      <= iDATA;
            end
        end
    end
    reg [11:0] p_tl, p_tr, p_bl, p_br;
    reg        dval_d2;
    reg [15:0] x_d2, y_d2;
    always @(posedge clk or negedge rst_n) begin
        if (!rst_n) begin
            p_tl <= 12'd0; p_tr <= 12'd0;
            p_bl <= 12'd0; p_br <= 12'd0;
            dval_d2 <= 1'b0;
            x_d2 <= 16'd0; y_d2 <= 16'd0;
        end else begin
            dval_d2 <= dval_d1;
            x_d2    <= x_d1;
            y_d2    <= y_d1;
            if (dval_d1) begin
                p_tl <= prev_row_d1;
                p_tr <= prev_row_rd;
                p_bl <= cur_d1;
                p_br <= iDATA;
            end
        end
    end
    wire [13:0] pixel_sum;
    assign pixel_sum = {2'b0, p_tl} + {2'b0, p_tr} + {2'b0, p_bl} + {2'b0, p_br};
    wire [7:0] gray_8;
    assign gray_8 = pixel_sum[13:6];  
    wire output_en;
    assign output_en = dval_d2 & x_d2[0] & y_d2[0];
    always @(posedge clk or negedge rst_n) begin
        if (!rst_n) begin
            oGray <= 8'd0;
            oDVAL <= 1'b0;
        end else begin
            oDVAL <= output_en;
            if (output_en)
                oGray <= gray_8;
        end
    end
endmodule
```

==> impl_metrics.py <==
# Metrics from the implementation run
metrics = {
    "run_status": {
        "status": "finished, final reports clean",
    },
    "global_routing": {
        "antenna_found_initial": 159,
        "grt_usage": 0.1999,
        "grt_max_degree": 135,
        "grt_pass1_wl_mm": 2577,
        "grt_pass1_vias": 334300,
        "grt_overflow": 0,
    },
    "drt": {
        "avgRoutedWirePerCell_um": 30.94,
        "vias": 314500,
        "drt-initial-drc-count": 21450,
        "viasPerCell": 5.191,
        "drc": 0,
        "first_pass_iters": 6,
        "ant_nets": 0,
        "wl_mm": 1874,
    },
    "min_path": {
        "hold_class": "reg -> reg",
    },
    "die": {
        "pin_count": 56,
        "rows": 514,
        "fp_util": 0.3010,
        "dieArea_um2": 1972000,
        "core_um2": 1960000,
        "fp.dieW_mm": 1.404,
        "die_height_mm": 1.404,
    },
    "timing": {
        "worst_slack_ns": 2.141,
        "rsz0062_at_grt": "no",
        "fmax_ghz": 0.1196,
        "min_period_ns": 8.359,
        "final-hold-violation-count": 0,
        "setup_viol": 0,
        "fin_skew_ns": 0.1345,
        "finalMaxSlewViolations": 0,
        "tightest_slew_ns": 1.377,
        "fin_crit_sh": 0.7961,
        "max_slew_margin": 0.08196,
        "fin_tns_setup_ns": 0,
    },
    "cts": {
        "cts-buffers-inserted": 1600,
        "root_buffer": "clkbuf_16",
        "ctsHtreeMaxLevel": 7,
        "cts.sinks": 15460,
        "cts_setup_buffers": 0,
        "cts-hold-fix-buffers": 0,
        "path_clk_slew_ns": 0.06,
        "clock_latency_ns": 1.37,
        "cts_tree": "done",
        "cts-resized-gates": 0,
        "cts_buffer_depth": 6,
    },
    "setup_path": {
        "critical_path.most_common_cell": "buf_4",
        "critical_path_class": "in -> reg",
        "start_kind": "input pin",
        "max_stage_delay_ns": 1.00,
        "arrival_ns": 9.38,
        "crit_chain": "buf_16, buf_4, or4b_4, buf_4, buf_4, o22ai_1, nor4_1, buf_4, a31oi_1, a21oi_1, nand4_1, a22oi_1, nand3_1",
        "cp_slowest_cell": "nor4_1",
        "cp.buffers_inverters": 5,
        "critPathCaptureType": "register",
        "critPathTopFamily": "simple AND/OR/NAND/NOR gates",
        "required_ns": 11.52,
        "critPathMaxFanout": 38,
    },
    "synth": {
        "area_leaders": "edfxtp_1 78%, mux2i_1 9.9%, mux4_2 3.5%, o22ai_1 3.1%, nor2_1 0.87%",
        "top_area_frac": 0.7827,
        "yosysChipArea_um2": 589800,
        "synthTopLogicFamily": "multiplexers",
        "edf_count": 15370,
        "xor_area_frac": 0.0001039,
        "netlist_area_um2": 589800,
        "ys_cells": 30830,
        "synth.avg_cell_area_um2": 19.13,
        "synthTopCellsByCount": "15370 x edfxtp_1, 5822 x mux2i_1, 2911 x o22ai_1",
        "yosys.area_share.adder": 0.001014,
        "synth_warnings": 1,
        "yosysMostFrequentCell": "edfxtp_1",
        "postSynthSeqShare": 0.7863,
        "yosys.area_share.aoi": 0.04214,
        "yosys.area.top_type": "edfxtp_1",
        "muxShareOfSynthArea": 0.1348,
        "synth-main-ff-cell": "edfxtp_1",
        "synth-seq-cells": 15460,
        "synth_cells": 30830,
        "yosysUniqueCellTypes": 54,
        "async_reset_ff_frac": 0.005628,
        "synth-simple-area-share": 0.02058,
    },
    "cells_and_area": {
        "fin_area_um2": 686000,
        "n_fill_cell": 177700,
        "area_growth_pct": 16.31,
        "drive_above_1_share": 0.1655,
    },
    "place": {
        "dpl_worst_slack_ns": 1.260,
        "gp_congestion": 0.9290,
        "dpl_cell_area_um2": 635300,
        "io_buffers": 35,
        "hpwlAfterDp_mm": 1161,
    },
    "pwr": {
        "total_leakage_power_uw": 0.2275,
        "ir_worst_vdd_mv": 0.1472,
        "cellPowerDensity_nw_per_um2": 188.3,
    },
    "run": {
        "warnings": 128,
        "max_cap_violations": 0,
    },
}
kinds of logic after synthesis:
logic type,after synthesis
muxes,6779
and+or+nand+nor,2658
adders and majority gates,34
xor gates and xnor gates,7
DFF,15460
AOI/OAI and AO/OA,3874
buffers and inverters,2015
layout by cell type (no fill, tap or decap), types with 32 or more instances in the layout:
master	n
a211oi_1	32
a21oi_1	195
a221oi_1	43
a22o_1	43
a22oi_1	440
a31oi_1	108
buf_12	151
buf_4	2334
bufinv_16	149
clkbuf_1	288
clkbuf_16	1616
clkinv_1	395
clkinv_2	235
clkinvlp_4	60
dfrtp_1	86
diode_2	320
edfxtp_1	15370
inv_1	70
mux2i_1	5822
mux4_2	929
nand2_1	412
nand2_4	33
nand3_1	63
nand4_1	88
nor2_1	1360
nor4_1	642
o21ai_0	52
o22ai_1	2911
layout make-up:
class | count | area, µm² | share of cell area
inverter | 70 | 262.8 | 0.0003830
multi-input combinational | 13350 | 117700 | 0.1715
tap | 26060 | 32600 | 0.04753
timing repair buffer | 2522 | 21010 | 0.03062
clock buffer | 1907 | 41550 | 0.06058
antenna | 320 | 800.8 | 0.001167
sequential | 15460 | 463800 | 0.6761
clock inverter | 897 | 8284 | 0.01208
stage by stage:
stage	power [µW]	util	cells	hold WS, ns
2_1_floorplan	72060	-	30830	0.3312
3_3_place_gp	75560	0.3242	57460	0.3519
3_5_place_dp	75610	0.3242	57460	0.3404
4_1_cts	129500	0.3496	60260	0.3551
5_1_grt	132300	0.3498	60380	0.3664
6_report	129100	0.3501	60590	0.3525
power by group:
group	switching, µW	internal [µW]
Sequential	47.4	67900
Clock	23000	31700
Combinational	4660	1810
sequential cells by signal, summed over array words and instances, names as in the netlist:
name,flops
x_d1,1
y_d1,1
dval_d2,1
prev_row_d1,12
oDVAL,1
cur_d1,12
p_tr,12
prev_row_rd,12
dval_d1,1
p_bl,12
oGray,8
x_d2,1
p_tl,12
y_d2,1
p_br,12
row_buf,15360
worst reg2reg max path, cell delays in order (launching register included):
cell,delay [ns]
edfxtp_1,0.38
mux2i_1,0.14
o22ai_1,0.11
nor4_1,1.05
buf_4,0.29
a31oi_1,0.23
a21oi_1,0.77
nand4_1,0.88
a22oi_1,0.92
nand3_1,0.15
metal layers:
layer  GRT usage  part of all wire  wire, µm
met3      0.2067              0.22    419900
met1      0.1780              0.28    521500
met5     0.03728            0.0044      8339
met2      0.2821              0.44    826100
met4     0.08893             0.053     98450
worst paths after layout:
check	from	depth (start not counted)	slack, ns	endpoint
min	y_d1$_DFF_PN0_	0	0.35	y_d2$_DFF_PN0_
max in group asynchronous	rst_n	2	8.57	dval_d1$_DFF_PN0_
max	iX_Cont[0]	13	2.14	prev_row_rd[4]$_DFFE_PP_
max reg2reg	row_buf[60][4]$_DFFE_PP_	9	5.28	prev_row_rd[4]$_DFFE_PP_
min reg2reg	y_d1$_DFF_PN0_	0	0.35	y_d2$_DFF_PN0_
min in group asynchronous	rst_n	1	0.76	oGray[2]$_DFFE_PN0P_
Power figures rest on the tool's default switching activity, not on a simulated workload.

`design/flow/constraint.sdc`:
```
current_design sobel_filter

set clk_period 229.2
set clk_io_pct 0.2

create_clock -name clk0 -period $clk_period [get_ports {clk}]

set non_clock_inputs [all_inputs -no_clocks]
set_input_delay [expr $clk_period * $clk_io_pct] -clock clk0 $non_clock_inputs
set_output_delay [expr $clk_period * $clk_io_pct] -clock clk0 [all_outputs]
```
`design/flow/config.mk`:
```
export PLATFORM = sky130hd
export DESIGN_NAME = sobel_filter
export DESIGN_NICKNAME = sobel_filter
export VERILOG_FILES = /design/flow/design.v
export SDC_FILE = /design/flow/constraint.sdc
export NUM_CORES = 4
export LEC_CHECK = 1
export CORE_UTILIZATION = 50
export SYNTH_MEMORY_MAX_BITS = 65536
```
`design/flow/run.sh`:
```
#!/bin/bash
# OpenROAD 26Q1-2900-gdf79404cd8, Yosys 0.63+post, stock flow scripts
make -C /OpenROAD-flow-scripts/flow DESIGN_CONFIG=/design/flow/config.mk WORK_HOME=/design/flow/orfs finish
```
`design/flow/design.v`:
```
module sobel_filter #(
    parameter WIDTH  = 640,   
    parameter HEIGHT = 480    
)(
    input  wire        clk,
    input  wire        rst_n,
    input  wire [7:0]  iGray,        
    input  wire        iDVAL,        
    input  wire        filter_sel,   
    output reg  [7:0]  oEdge,        
    output reg         oDVAL         
);
    reg [9:0] col_cnt;
    reg [9:0] row_cnt;
    always @(posedge clk or negedge rst_n) begin
        if (!rst_n) begin
            col_cnt <= 10'd0;
            row_cnt <= 10'd0;
        end else if (iDVAL) begin
            if (col_cnt == (WIDTH - 1)) begin
                col_cnt <= 10'd0;
                if (row_cnt == (HEIGHT - 1))
                    row_cnt <= 10'd0;
                else
                    row_cnt <= row_cnt + 10'd1;
            end else begin
                col_cnt <= col_cnt + 10'd1;
            end
        end
    end
    reg [7:0] row_buf_0 [0:WIDTH-1];
    reg [7:0] row_buf_1 [0:WIDTH-1];
    reg [7:0] rb0_rd, rb1_rd;
    always @(posedge clk) begin
        if (iDVAL) begin
            rb0_rd <= row_buf_0[col_cnt];
            rb1_rd <= row_buf_1[col_cnt];
            row_buf_0[col_cnt] <= row_buf_1[col_cnt];
            row_buf_1[col_cnt] <= iGray;
        end
    end
    reg [7:0] p00, p01, p02;
    reg [7:0] p10, p11, p12;
    reg [7:0] p20, p21, p22;
    reg        dval_p1;
    reg [9:0]  col_p1, row_p1;
    always @(posedge clk or negedge rst_n) begin
        if (!rst_n) begin
            {p00, p01, p02} <= 24'd0;
            {p10, p11, p12} <= 24'd0;
            {p20, p21, p22} <= 24'd0;
            dval_p1 <= 1'b0;
            col_p1  <= 10'd0;
            row_p1  <= 10'd0;
        end else begin
            dval_p1 <= iDVAL;
            col_p1  <= col_cnt;
            row_p1  <= row_cnt;
            if (iDVAL) begin
                p00 <= p01; p01 <= p02; p02 <= rb0_rd;
                p10 <= p11; p11 <= p12; p12 <= rb1_rd;
                p20 <= p21; p21 <= p22; p22 <= iGray;
            end
        end
    end
    wire signed [11:0] s00, s01, s02, s10, s12, s20, s21, s22;
    assign s00 = {4'b0, p00};
    assign s01 = {4'b0, p01};
    assign s02 = {4'b0, p02};
    assign s10 = {4'b0, p10};
    assign s12 = {4'b0, p12};
    assign s20 = {4'b0, p20};
    assign s21 = {4'b0, p21};
    assign s22 = {4'b0, p22};
    wire signed [11:0] gx;
    assign gx = (s02 - s00) + ((s12 - s10) * 12'sd2) + (s22 - s20);
    wire signed [11:0] gy;
    assign gy = (s20 - s00) + ((s21 - s01) * 12'sd2) + (s22 - s02);
    wire signed [11:0] conv_result;
    assign conv_result = filter_sel ? gy : gx;
    wire [10:0] abs_val;
    assign abs_val = conv_result[11] ? (~conv_result[10:0] + 11'd1) : conv_result[10:0];
    wire [7:0] clamped;
    assign clamped = (|abs_val[10:8]) ? 8'hFF : abs_val[7:0];
    wire is_border;
    assign is_border = (row_p1 < 10'd2) | (col_p1 < 10'd2);
    always @(posedge clk or negedge rst_n) begin
        if (!rst_n) begin
            oEdge <= 8'd0;
            oDVAL <= 1'b0;
        end else begin
            oDVAL <= dval_p1;
            if (dval_p1)
                oEdge <= is_border ? 8'd0 : clamped;
        end
    end
endmodule
```
==> impl_metrics.toml <==
# implementation run metrics
[run_status]
status = "finished, violations left"
violations = "max-capacitance violations, max-slew violations"

[global_route]
grt_max_degree = 108
first_global_vias = 214273
grt_overflow = 0
grtUsageTotal_pct = 34.79
grt_pass1_wl_um = 1675000
antenna_found_initial = 119

[critical_path]
critPathMaxFanout = 41
required_ps = 230110
crit_start = "iDVAL"
worstReg2RegStart = "col_cnt[0]"
cp-start-kind = "primary input"
worst_r2r_endpoint = "row_buf_0[227][6]"
critPathSlowestCell = "and2_1"
arrival_ps = 50090
critPathTopFamily = "simple AND/OR/NAND/NOR gates"
crit_top_cell = "buf_4"
crit_path_max_incr_delay_ps = 1240
worst-path-buf-inv = 4
reg2reg_depth = 19
critical_path_class = "in2reg"
endpoint_kind = "flip-flop"
rrSetupSlack_ps = 218010
path_cells = "buf_4 -> and2_1 -> nand2_4 -> buf_4 -> buf_4 -> nor2_1 -> buf_4"

[final_timing]
tns_ps = 0
setup_viol = 0
hold_viol_final = 0
finClkSkew_ps = 95.50
fin_crit_sh_pct = 21.46
min_period_ps = 49180
rsz0062_at_grt = "no"
worst_slew_pin_slew_ps = 1508
fin_ws_ps = 180020
fmax_mhz = 20.33
final_max_slew_viol_count = 10
slew_headroom_pct = -0.5549

[drt]
vias_per_cell = 6.398
routed-via-count = 194028
wl_per_cell_um = 39.84
drc = 0
wirelength_um = 1208000
drtPass1Iterations = 6
drt_iter0_drc = 15404
antenna_left = 0

[placement]
post-place-ws_ps = 179100
dp_hpwl_um = 768400
place.port_buffers = 20
gp_congestion = 0.9769

[layout]
most-common-layout-cells = "10256 x edfxtp_1, 2498 x mux4_2, 1315 x buf_4"
fillers = 56206
drive_above_1_share_pct = 28.30
area_growth_pct = 13.56
mostFrequentLayoutCell = "edfxtp_1"

[clock_network]
h-tree-depth = 7
clock_latency_ps = 1250
clkSinkCount = 10376
post_cts_resized = 0
cts-buffers-inserted = 1115
post-cts-setup-buffers = 0
path_clk_slew_ps = 60
ctsHoldBuffers = 0
cts_max_path_buffers = 5
clockRootBuffer = "clkbuf_16"
cts_tree = "yes"

[synthesis]
synth-edff-count = 10256
synth_cells = 17507
synth_flops = 10376
yosys.stat.seqShare_pct = 78.47
synth_chip_area_mm2 = 0.3963
syn_area_mm2 = 0.3963
ff_type = "edfxtp_1"
yosysWarnings = 1
synth_area_per_cell_um2 = 22.64
async_flop_share_pct = 1.157
synthDistinctLibCells = 83
ys_cells = 17507

[floorplanning]
io_pins = 21
die_height_um = 892.3
initCoreUtil_pct = 50.24
coreArea_mm2 = 0.7889
rows = 326
die_w_um = 892.3
die-area_mm2 = 0.7962

[pwr]
vdd_drop_max_mv = 0.02589
power_mw = 6.178
powerDensity_mw_per_mm2 = 13.73
p_leak_nw = 140.8

[min_path]
worstHoldEndpoint = "row_p1[8]"
min_path_cells = 0
hp-start = "row_cnt[8]"
worstHoldPathType = "reg2reg"

[flow_run]
cap_viol_max_count = 1
tool_warnings = 51
## worst max-delay path by stage
stage | slack [ps] | endpoint | cells after the start
4_1_cts | 180380 | row_buf_0[451][2] | 7
6_report | 180020 | row_buf_0[451][2] | 7
5_1_grt | 180060 | row_buf_1[451][7] | 7
## power by group
group / leakage, nW / internal (mW) / total, mW / switching, mW
Combinational: 30.2 / 0.397 / 1.86 / 1.47
Clock: 16.6 / 1.00 / 1.71 / 0.707
Sequential: 94.0 / 2.59 / 2.60 / 0.0144
## per-stage QoR
| stage | cell area, µm² | cells | utilization (%) | hold WS [ps] |
|---|---|---|---|---|
| detailed placement | 415700 | 28309 | 52.70 | 419.8 |
| global placement | 415700 | 28309 | 52.70 | 422.4 |
| CTS | 449600 | 30163 | 57.00 | 433.8 |
| floorplan | 396300 | 17507 | - | 348.7 |
| global route | 449800 | 30234 | 57.02 | 466.3 |
| finish | 450000 | 30324 | 57.05 | 439.8 |
## per-layer routing
metal / share of wire (%) / track usage [%]
met1: 28 / 40.51
met2: 44 / 45.45
met3: 22 / 32.36
met4: 5.5 / 13.87
met5: 0.61 / 8.117
## synthesized netlist by cell type (40+ instances only)
cell type / number / area share (%)
nand4_1: 226 / 0.36
mux4_2: 2498 / 14
buf_6: 79 / 0.22
buf_4: 131 / 0.25
clkbuf_1: 523 / 0.50
a41oi_1: 41 / 0.091
dfrtp_1: 120 / 0.76
ha_1: 76 / 0.24
a221oi_1: 124 / 0.27
mux2i_1: 185 / 0.47
mux2_2: 47 / 0.13
buf_2: 263 / 0.33
a22o_1: 123 / 0.27
buf_1: 71 / 0.067
nand2_1: 165 / 0.16
o22ai_1: 58 / 0.092
o21ai_0: 170 / 0.21
a21oi_1: 88 / 0.11
a22oi_1: 932 / 1.8
a31oi_1: 40 / 0.063
nor2_1: 738 / 0.70
inv_1: 95 / 0.090
edfxtp_1: 10256 / 78
## cells by family (layout without fill, tap and decap cells)
kind of cell	Yosys count	in the layout	share of synthesized area, %
xor gates and xnor gates	57	57	0.1260
other	0	161	0
muxes	2730	2730	14.80
DFF	10376	10376	78.47
AOI/OAI and AO/OA	1753	1753	3.252
and+or+nand+nor	1323	1323	1.525
buffers and inverters	1166	3326	1.464
adders and majority gates	102	102	0.3713
## cell type report
class | instances | area, µm² | share of cell area [%]
flip-flops and latches | 10376 | 311000 | 69.11
multi-input cells | 5965 | 80310 | 17.85
clock buffers | 1366 | 29360 | 6.525
well taps | 10496 | 13130 | 2.918
repair buffers | 1374 | 10900 | 2.423
clock inverters | 488 | 4544 | 1.010
diodes | 161 | 402.9 | 0.08952
inverters | 98 | 372.9 | 0.08285
## registers in the layout, indices dropped and copies added, names as in the netlist
register,flops
col_cnt,10
col_p1,9
dval_p1,1
oDVAL,1
oEdge,8
p00,8
p01,8
p02,8
p10,8
p11,8
p12,8
p20,8
p21,8
p22,8
rb0_rd,8
rb1_rd,8
row_buf_0,5120
row_buf_1,5120
row_cnt,10
row_p1,9
Power and IR drop assume default switching activity.

==> /design/flow/design.v <==
module mem_controller (
    input  wire        clk,
    input  wire        rst_n,
    input  wire        start,
    output reg  [31:0] avm_address,
    output reg         avm_read,
    input  wire [63:0] avm_readdata,
    input  wire        avm_readdatavalid,
    input  wire        avm_waitrequest,
    output reg  [7:0]  fifo_a_data_0,
    output reg  [7:0]  fifo_a_data_1,
    output reg  [7:0]  fifo_a_data_2,
    output reg  [7:0]  fifo_a_data_3,
    output reg  [7:0]  fifo_a_data_4,
    output reg  [7:0]  fifo_a_data_5,
    output reg  [7:0]  fifo_a_data_6,
    output reg  [7:0]  fifo_a_data_7,
    output reg  [7:0]  fifo_a_wren,
    input  wire [7:0]  fifo_a_full,
    output reg  [7:0]  fifo_b_data,
    output reg         fifo_b_wren,
    input  wire        fifo_b_full,
    output reg         done,
    output wire [2:0]  state_out
);
    localparam [2:0] IDLE      = 3'd0;
    localparam [2:0] SEND_REQ  = 3'd1;
    localparam [2:0] WAIT_RESP = 3'd2;
    localparam [2:0] WRITE_A   = 3'd3;
    localparam [2:0] WRITE_B   = 3'd4;
    localparam [2:0] DONE_ST   = 3'd5;
    reg [2:0] state;
    reg [3:0] addr_cnt;      
    reg [2:0] byte_cnt;      
    reg [63:0] captured_data;
    assign state_out = state;
    wire [7:0] current_byte;
    assign current_byte = captured_data[(7-byte_cnt)*8 +: 8];
    always @(posedge clk or negedge rst_n) begin
        if (!rst_n) begin
            state <= IDLE;
            avm_address <= 32'd0;
            avm_read <= 1'b0;
            addr_cnt <= 4'd0;
            byte_cnt <= 3'd0;
            captured_data <= 64'd0;
            done <= 1'b0;
            fifo_a_wren <= 8'd0;
            fifo_b_wren <= 1'b0;
            fifo_a_data_0 <= 8'd0;
            fifo_a_data_1 <= 8'd0;
            fifo_a_data_2 <= 8'd0;
            fifo_a_data_3 <= 8'd0;
            fifo_a_data_4 <= 8'd0;
            fifo_a_data_5 <= 8'd0;
            fifo_a_data_6 <= 8'd0;
            fifo_a_data_7 <= 8'd0;
            fifo_b_data <= 8'd0;
        end else begin
            fifo_a_wren <= 8'd0;
            fifo_b_wren <= 1'b0;
            case (state)
                IDLE: begin
                    done <= 1'b0;
                    avm_read <= 1'b0;
                    addr_cnt <= 4'd0;
                    byte_cnt <= 3'd0;
                    if (start) begin
                        state <= SEND_REQ;
                    end
                end
                SEND_REQ: begin
                    avm_address <= {28'd0, addr_cnt};
                    avm_read <= 1'b1;
                    state <= WAIT_RESP;
                end
                WAIT_RESP: begin
                    if (!avm_waitrequest) begin
                        avm_read <= 1'b0;
                    end
                    if (avm_readdatavalid) begin
                        captured_data <= avm_readdata;
                        byte_cnt <= 3'd0;
                        avm_read <= 1'b0;
                        if (addr_cnt < 4'd8) begin
                            state <= WRITE_A;
                        end else begin
                            state <= WRITE_B;
                        end
                    end
                end
                WRITE_A: begin
                    case (addr_cnt)
                        4'd0: begin fifo_a_data_0 <= current_byte; fifo_a_wren <= 8'b00000001; end
                        4'd1: begin fifo_a_data_1 <= current_byte; fifo_a_wren <= 8'b00000010; end
                        4'd2: begin fifo_a_data_2 <= current_byte; fifo_a_wren <= 8'b00000100; end
                        4'd3: begin fifo_a_data_3 <= current_byte; fifo_a_wren <= 8'b00001000; end
                        4'd4: begin fifo_a_data_4 <= current_byte; fifo_a_wren <= 8'b00010000; end
                        4'd5: begin fifo_a_data_5 <= current_byte; fifo_a_wren <= 8'b00100000; end
                        4'd6: begin fifo_a_data_6 <= current_byte; fifo_a_wren <= 8'b01000000; end
                        4'd7: begin fifo_a_data_7 <= current_byte; fifo_a_wren <= 8'b10000000; end
                        default: ;
                    endcase
                    if (byte_cnt == 3'd7) begin
                        byte_cnt <= 3'd0;
                        addr_cnt <= addr_cnt + 1;
                        if (addr_cnt == 4'd7) begin
                            state <= SEND_REQ;
                        end else begin
                            state <= SEND_REQ;
                        end
                    end else begin
                        byte_cnt <= byte_cnt + 1;
                    end
                end
                WRITE_B: begin
                    fifo_b_data <= current_byte;
                    fifo_b_wren <= 1'b1;
                    if (byte_cnt == 3'd7) begin
                        state <= DONE_ST;
                    end else begin
                        byte_cnt <= byte_cnt + 1;
                    end
                end
                DONE_ST: begin
                    done <= 1'b1;
                    avm_read <= 1'b0;
                end
                default: state <= IDLE;
            endcase
        end
    end
endmodule
==> /design/flow/run.sh <==
#!/bin/bash
# OpenROAD 26Q1-2900-gdf79404cd8, Yosys 0.63+post, stock flow scripts
make -C /OpenROAD-flow-scripts/flow DESIGN_CONFIG=/design/flow/config.mk WORK_HOME=/design/flow/orfs finish
==> /design/flow/config.mk <==
export PLATFORM = sky130hd
export DESIGN_NAME = mem_controller
export DESIGN_NICKNAME = mem_controller
export VERILOG_FILES = /design/flow/design.v
export SDC_FILE = /design/flow/constraint.sdc
export NUM_CORES = 4
export LEC_CHECK = 1
export CORE_UTILIZATION = 40
==> /design/flow/constraint.sdc <==
current_design mem_controller

set clk_period 3.4
set clk_io_pct 0.2

create_clock -name clk0 -period $clk_period [get_ports {clk}]

set non_clock_inputs [all_inputs -no_clocks]
set_input_delay [expr $clk_period * $clk_io_pct] -clock clk0 $non_clock_inputs
set_output_delay [expr $clk_period * $clk_io_pct] -clock clk0 [all_outputs]
==> flow_summary.toml <==
# generated from flow reports
[synth]
syn_area_per_cell_sq_um = 14.8
ff_type = "dfrtp_1"
common_cells = "161 x dfrtp_1, 135 x mux2_2, 30 x buf_4"
top_logic_kind = "multiplexers"
ys_sh_simple_pct = 3.38
ys_seq_share_pct = 55.8
async_flop_share_pct = 100
adder_share_pct = 1.04
ys_area_sq_mm = 0.00722
synth_compound_gate_area_share_pct = 6.95
yosysCellCount = 489
synth_flops = 161
yosys.area.top_type_share_pct = 55.8
top_cell = "dfrtp_1"
ys_warn_count = 1
syn-cell-area_sq_mm = 0.00722
synthCells = 489
xor_area_share_pct = 0
edf_count = 0
ys_sh_mux_pct = 26.8
synth_cell_type_count = 45
yosys.area.top_type = "dfrtp_1"
top_cells_by_area = "dfrtp_1 56%, mux2_2 21%, mux2_1 3.6%"

[power]
p_leak_uw = 0.00425
power.density_mw_per_mm2 = 752
clockPowerShare_pct = 26.1
netSwitchingFraction_pct = 31.6
p_comb_share_pct = 35.0
seqPwrFrac_pct = 38.9
netSwitchingPower_uw = 2250
p_int_uw = 4870
vdd_drop_max_mv = 0.370

[drt]
dr.pass1.iters = 4
drtIter0Drc = 194
routed_wl_um = 15500
ant_nets = 0
drcViolationCount = 0
vias = 4340
diodes = 0
via_per_inst = 4.88
wl_per_cell_um = 17.4

[placement]
dp_slack_ps = 1020
place.port_buffers = 158
gp_congestion = 0.779
dp_hpwl_um = 10700

[sta]
tns_ps = 0
finalWorstSetupSlack_ps = 969
hold_viol = 0
fin_skew_ps = 9.00
setup_viol = 0
finalCritPeriodShare_pct = 71.5
slew_violations = 0
finalWorstPathRequiredPeriod_ps = 2430
fmax_mhz = 411
worstMarginPinSlew_ps = 666
relSlewSlack_pct = 55.6
rsz0062_at_grt = "false"

[clock_tree]
cts_tree = "built"
htreeDepth = 4
clock_latency_ps = 420
cts_setup_buffers = 0
cts_num_sinks = 161
cts_buffers = 17
cts_resized = 0
clock_path_buffers = 2
clk_pin_slew_ps = 70
cts-root-buf = "clkbuf_16"
cts_hold_buf = 0

[grt]
grt_max_degree = 72
grt_overflow = 0
grt_pass1_vias = 4355
grt.total_usage_pct = 18.3
grt_antenna_before_repair = 0
grt_pass1_wl_um = 24600

[critical_path]
cp-end-kind = "output pin"
path_class = "reg -> out"
rr_worst_depth = 6
cp.arrival_ps = 1750
crit_required_ps = 2720
path_delay_family = "flip-flops"
cpMaxStageDelayCell = "dfrtp_1"
crit_start = "state[0]"
worstReg2RegStart = "byte_cnt[1]"
endpoint = "state_out[0]"
r2r-end = "state[0]"
start_kind = "register"
path_cells = "clkdlybuf4s50_1"
crit_buf_inv = 1
path_max_fanout = 21
critical_path_depth = 1
rrSetupSlack_ps = 1290
cpPeakStageDelay_ps = 740

[floorplanning]
die.size.y_um = 136
top_level_ports = 196
row_count = 48
die_area_sq_mm = 0.0186
die_w_um = 136
initCoreUtil_pct = 41.3
core_sq_mm = 0.0175

[finish]
fill_cells = 1463
area_growth_pct = 31.1
drive_above_1_share_pct = 30.7

[run]
warnings = 37
cap_violations = 0

[outcome]
outcome = "complete, no violations"

[min_path]
hold_class = "in -> async"
==> per-layer routing <==
layer,GRT usage [%],part of all wire (%)
met5,0,0
met4,1.67,0.87
met3,3.99,5.3
met2,28.5,48
met1,28.3,46
==> through the flow <==
stage / power (uW) / hold slack (ps) / cells / cell area (sq um) / util (%)
final: 7120 / 223 / 889 / 9470 / 54.2
after global routing: 7560 / 253 / 889 / 9470 / 54.2
after CTS: 7220 / 251 / 889 / 9470 / 54.2
after detailed placement: 5330 / 470 / 858 / 8880 / 50.8
after global placement: 5260 / 465 / 858 / 8880 / 50.8
after floorplan: 4510 / 384 / 516 / 7320 / -
==> state kept, by name, indices dropped and copies added (netlist names) <==
signal,flops
fifo_a_data_7,8
captured_data,64
fifo_a_data_0,8
done,1
addr_cnt,4
fifo_a_data_4,8
fifo_a_wren,8
fifo_a_data_2,8
state,3
fifo_a_data_5,8
fifo_a_data_3,8
byte_cnt,3
avm_address,4
fifo_a_data_6,8
avm_read,1
fifo_a_data_1,8
fifo_b_wren,1
fifo_b_data,8
==> cell type report <==
cell class | count | area (sq um) | area share (%)
Clock buffer | 17 | 425 | 4.49
Clock inverter | 14 | 158 | 1.67
Timing Repair Buffer | 163 | 1650 | 17.4
Sequential cell | 161 | 4030 | 42.6
Tap cell | 225 | 282 | 2.97
Multi-Input combinational cell | 293 | 2870 | 30.3
Inverter | 16 | 60.1 | 0.634
==> worst min-delay path by stage <==
stage | startpoint | end | slack (ps) | cells past startpoint
5_1_grt | rst_n | fifo_a_wren[2] | 250 | 1
6_report | rst_n | fifo_a_wren[2] | 220 | 1
4_1_cts | rst_n | fifo_a_wren[2] | 250 | 1
==> placed cells by master (no fill, tap or decap), types with 2 or more instances in the layout <==
| cell type | Yosys | routed |
|---|---|---|
| buf_12 | 1 | 2 |
| o22ai_2 | 8 | 8 |
| a22o_1 | 4 | 4 |
| a221oi_4 | 8 | 8 |
| nor4_1 | 2 | 2 |
| o21bai_1 | 3 | 3 |
| bufinv_16 | 0 | 2 |
| nor2b_1 | 3 | 2 |
| o21ai_0 | 8 | 8 |
| o22ai_1 | 3 | 3 |
| conb_1 | 1 | 28 |
| clkdlybuf4s50_1 | 0 | 157 |
| and2_0 | 2 | 2 |
| a21oi_1 | 4 | 4 |
| nor2_1 | 3 | 3 |
| mux2_2 | 135 | 135 |
| ha_1 | 6 | 6 |
| nand3_1 | 2 | 2 |
| inv_1 | 13 | 13 |
| clkbuf_16 | 0 | 17 |
| mux2_1 | 23 | 23 |
| inv_6 | 0 | 2 |
| nor3_1 | 3 | 3 |
| nand2b_1 | 3 | 3 |
| nand2_1 | 8 | 8 |
| a21o_1 | 2 | 2 |
| inv_2 | 3 | 3 |
| mux2i_1 | 16 | 16 |
| clkinv_4 | 0 | 3 |
| nand2_2 | 6 | 6 |
| dfrtp_1 | 161 | 160 |
| clkinvlp_4 | 0 | 5 |
| buf_4 | 30 | 3 |
==> cell families (layout without fill, tap and decap cells) <==
family / count (synthesis) / after routing
muxes: 174 / 174
DFF: 161 / 161
buffers and inverters: 62 / 210
AOI/OAI and AO/OA: 45 / 45
and+or+nand+nor: 40 / 40
adders and majority gates: 6 / 6
other: 1 / 28
==> power groups by stage <==
stage	sequential [uW]	clock, uW	combinational [uW]
CTS	2770	1910	2550
global route	2850	2010	2710
finish	2770	1860	2490
Power figures rest on the tool's default switching activity, not on a simulated workload.
